===== flow/run.sh =====
#!/bin/bash
# OpenROAD 26Q1-2900-gdf79404cd8, Yosys 0.63+post, stock flow scripts
make -C /OpenROAD-flow-scripts/flow DESIGN_CONFIG=/design/flow/config.mk WORK_HOME=/design/flow/orfs finish

===== flow/config.mk =====
export PLATFORM = sky130hd
export DESIGN_NAME = whattoprint
export DESIGN_NICKNAME = whattoprint
export VERILOG_FILES = /design/flow/design.v
export SDC_FILE = /design/flow/constraint.sdc
export NUM_CORES = 4
export LEC_CHECK = 1
export CORE_AREA = 10 10 70 70
export DIE_AREA = 0 0 80 80

===== flow/constraint.sdc =====
current_design whattoprint

set clk_period 2.4
set clk_io_pct 0.2

create_clock -name clk0 -period $clk_period

set non_clock_inputs [all_inputs -no_clocks]
set_input_delay [expr $clk_period * $clk_io_pct] -clock clk0 $non_clock_inputs
set_output_delay [expr $clk_period * $clk_io_pct] -clock clk0 [all_outputs]

===== flow/design.v =====
module whattoprint(
    input [2:0]state,
    input [3:0]round,win,lose,p1_black, p1_white, p2_black, p2_white,
    input [1:0]gameresult,matchresult,
    output [15:0]out
);
wire [15:0] data0,data1,data2,data3,data4,data5,data6,data7;
assign data0=16'b0001101000011111;  
    assign data1[15]=round[3];
    assign data1[14]=round[2];
    assign data1[13]=round[1];
    assign data1[12]=round[0];
    assign data1[11]=1;
    assign data1[10]=1;
    assign data1[9]=1;
    assign data1[8]=1;
    assign data1[7]=win[3];
    assign data1[6]=win[2];
    assign data1[5]=win[1];
    assign data1[4]=win[0];
    assign data1[3]=lose[3];
    assign data1[2]=lose[2];
    assign data1[1]=lose[1];
    assign data1[0]=lose[0];
    assign data2[15]=p1_black[3];
    assign data2[14]=p1_black[2];
    assign data2[13]=p1_black[1];
    assign data2[12]=p1_black[0];
    assign data2[11]=p1_white[3];
    assign data2[10]=p1_white[2];
    assign data2[9]=p1_white[1];
    assign data2[8]=p1_white[0];
    assign data2[7]=p2_black[3];
    assign data2[6]=p2_black[2];
    assign data2[5]=p2_black[1];
    assign data2[4]=p2_black[0];
    assign data2[3]=p2_white[3];
    assign data2[2]=p2_white[2];
    assign data2[1]=p2_white[1];
    assign data2[0]=p2_white[0];
assign data3=16'b0001111111111111; 
assign data4=16'b0010111111111111;
assign data5[15]= ~matchresult[1]&~matchresult[0]&1 | ~matchresult[1]&matchresult[0]&1 | matchresult[1]&~matchresult[0]&0 | matchresult[1]&matchresult[0]&0;
assign data5[14]= ~matchresult[1]&~matchresult[0]&1 | ~matchresult[1]&matchresult[0]&0 | matchresult[1]&~matchresult[0]&0 | matchresult[1]&matchresult[0]&0;
assign data5[13]= ~matchresult[1]&~matchresult[0]&1 | ~matchresult[1]&matchresult[0]&1 | matchresult[1]&~matchresult[0]&0 | matchresult[1]&matchresult[0]&1;
assign data5[12]= ~matchresult[1]&~matchresult[0]&1 | ~matchresult[1]&matchresult[0]&1 | matchresult[1]&~matchresult[0]&1 | matchresult[1]&matchresult[0]&0;
assign data5[11]= ~matchresult[1]&~matchresult[0]&1 | ~matchresult[1]&matchresult[0]&1 | matchresult[1]&~matchresult[0]&1 | matchresult[1]&matchresult[0]&1;
assign data5[10]= ~matchresult[1]&~matchresult[0]&1 | ~matchresult[1]&matchresult[0]&1 | matchresult[1]&~matchresult[0]&1 | matchresult[1]&matchresult[0]&1;
assign data5[9]= ~matchresult[1]&~matchresult[0]&1 | ~matchresult[1]&matchresult[0]&0 | matchresult[1]&~matchresult[0]&1 | matchresult[1]&matchresult[0]&1;
assign data5[8]= ~matchresult[1]&~matchresult[0]&1 | ~matchresult[1]&matchresult[0]&0 | matchresult[1]&~matchresult[0]&0 | matchresult[1]&matchresult[0]&0;
assign data5[7]= ~matchresult[1]&~matchresult[0]&1 | ~matchresult[1]&matchresult[0]&1 | matchresult[1]&~matchresult[0]&0 | matchresult[1]&matchresult[0]&0;
assign data5[6]= ~matchresult[1]&~matchresult[0]&1 | ~matchresult[1]&matchresult[0]&1 | matchresult[1]&~matchresult[0]&0 | matchresult[1]&matchresult[0]&0;
assign data5[5]= ~matchresult[1]&~matchresult[0]&1 | ~matchresult[1]&matchresult[0]&0 | matchresult[1]&~matchresult[0]&0 | matchresult[1]&matchresult[0]&0;
assign data5[4]= ~matchresult[1]&~matchresult[0]&1 | ~matchresult[1]&matchresult[0]&1 | matchresult[1]&~matchresult[0]&1 | matchresult[1]&matchresult[0]&1;
assign data5[3]= ~matchresult[1]&~matchresult[0]&1 | ~matchresult[1]&matchresult[0]&1 | matchresult[1]&~matchresult[0]&1 | matchresult[1]&matchresult[0]&1;
assign data5[2]= ~matchresult[1]&~matchresult[0]&1 | ~matchresult[1]&matchresult[0]&1 | matchresult[1]&~matchresult[0]&0 | matchresult[1]&matchresult[0]&0;
assign data5[1]= ~matchresult[1]&~matchresult[0]&1 | ~matchresult[1]&matchresult[0]&1 | matchresult[1]&~matchresult[0]&1 | matchresult[1]&matchresult[0]&1;
assign data5[0]= ~matchresult[1]&~matchresult[0]&1 | ~matchresult[1]&matchresult[0]&0 | matchresult[1]&~matchresult[0]&0 | matchresult[1]&matchresult[0]&0;
assign data6[15]= ~gameresult[1]&~gameresult[0]&1 | ~gameresult[1]&gameresult[0]&1 | gameresult[1]&~gameresult[0]&0 | gameresult[1]&gameresult[0]&0;
assign data6[14]= ~gameresult[1]&~gameresult[0]&1 | ~gameresult[1]&gameresult[0]&0 | gameresult[1]&~gameresult[0]&0 | gameresult[1]&gameresult[0]&0;
assign data6[13]= ~gameresult[1]&~gameresult[0]&1 | ~gameresult[1]&gameresult[0]&1 | gameresult[1]&~gameresult[0]&0 | gameresult[1]&gameresult[0]&1;
assign data6[12]= ~gameresult[1]&~gameresult[0]&1 | ~gameresult[1]&gameresult[0]&1 | gameresult[1]&~gameresult[0]&1 | gameresult[1]&gameresult[0]&0;
assign data6[11]= ~gameresult[1]&~gameresult[0]&1 | ~gameresult[1]&gameresult[0]&1 | gameresult[1]&~gameresult[0]&1 | gameresult[1]&gameresult[0]&1;
assign data6[10]= ~gameresult[1]&~gameresult[0]&1 | ~gameresult[1]&gameresult[0]&1 | gameresult[1]&~gameresult[0]&1 | gameresult[1]&gameresult[0]&1;
assign data6[9]= ~gameresult[1]&~gameresult[0]&1 | ~gameresult[1]&gameresult[0]&0 | gameresult[1]&~gameresult[0]&1 | gameresult[1]&gameresult[0]&1;
assign data6[8]= ~gameresult[1]&~gameresult[0]&1 | ~gameresult[1]&gameresult[0]&0 | gameresult[1]&~gameresult[0]&0 | gameresult[1]&gameresult[0]&0;
assign data6[7]= ~gameresult[1]&~gameresult[0]&1 | ~gameresult[1]&gameresult[0]&1 | gameresult[1]&~gameresult[0]&1 | gameresult[1]&gameresult[0]&1;
assign data6[6]= ~gameresult[1]&~gameresult[0]&1 | ~gameresult[1]&gameresult[0]&1 | gameresult[1]&~gameresult[0]&1 | gameresult[1]&gameresult[0]&1;
assign data6[5]= ~gameresult[1]&~gameresult[0]&1 | ~gameresult[1]&gameresult[0]&1 | gameresult[1]&~gameresult[0]&1 | gameresult[1]&gameresult[0]&1;
assign data6[4]= ~gameresult[1]&~gameresult[0]&1 | ~gameresult[1]&gameresult[0]&1 | gameresult[1]&~gameresult[0]&1 | gameresult[1]&gameresult[0]&1;
assign data6[3]= ~gameresult[1]&~gameresult[0]&1 | ~gameresult[1]&gameresult[0]&1 | gameresult[1]&~gameresult[0]&1 | gameresult[1]&gameresult[0]&1;
assign data6[2]= ~gameresult[1]&~gameresult[0]&1 | ~gameresult[1]&gameresult[0]&1 | gameresult[1]&~gameresult[0]&1 | gameresult[1]&gameresult[0]&1;
assign data6[1]= ~gameresult[1]&~gameresult[0]&1 | ~gameresult[1]&gameresult[0]&1 | gameresult[1]&~gameresult[0]&1 | gameresult[1]&gameresult[0]&1;
assign data6[0]= ~gameresult[1]&~gameresult[0]&1 | ~gameresult[1]&gameresult[0]&1 | gameresult[1]&~gameresult[0]&1 | gameresult[1]&gameresult[0]&1;
assign out[0]= ~state[2]&~state[1]&~state[0]&data0[0] | ~state[2]&~state[1]&state[0]&data1[0] | ~state[2]&state[1]&~state[0]&data2[0] | ~state[2]&state[1]&state[0]&data3[0] | state[2]&~state[1]&~state[0]&data4[0] | state[2]&~state[1]&state[0]&data5[0] | state[2]&state[1]&~state[0]&data6[0];
assign out[1]= ~state[2]&~state[1]&~state[0]&data0[1] | ~state[2]&~state[1]&state[0]&data1[1] | ~state[2]&state[1]&~state[0]&data2[1] | ~state[2]&state[1]&state[0]&data3[1] | state[2]&~state[1]&~state[0]&data4[1] | state[2]&~state[1]&state[0]&data5[1] | state[2]&state[1]&~state[0]&data6[1];
assign out[2]= ~state[2]&~state[1]&~state[0]&data0[2] | ~state[2]&~state[1]&state[0]&data1[2] | ~state[2]&state[1]&~state[0]&data2[2] | ~state[2]&state[1]&state[0]&data3[2] | state[2]&~state[1]&~state[0]&data4[2] | state[2]&~state[1]&state[0]&data5[2] | state[2]&state[1]&~state[0]&data6[2];
assign out[3]= ~state[2]&~state[1]&~state[0]&data0[3] | ~state[2]&~state[1]&state[0]&data1[3] | ~state[2]&state[1]&~state[0]&data2[3] | ~state[2]&state[1]&state[0]&data3[3] | state[2]&~state[1]&~state[0]&data4[3] | state[2]&~state[1]&state[0]&data5[3] | state[2]&state[1]&~state[0]&data6[3];
assign out[4]= ~state[2]&~state[1]&~state[0]&data0[4] | ~state[2]&~state[1]&state[0]&data1[4] | ~state[2]&state[1]&~state[0]&data2[4] | ~state[2]&state[1]&state[0]&data3[4] | state[2]&~state[1]&~state[0]&data4[4] | state[2]&~state[1]&state[0]&data5[4] | state[2]&state[1]&~state[0]&data6[4];
assign out[5]= ~state[2]&~state[1]&~state[0]&data0[5] | ~state[2]&~state[1]&state[0]&data1[5] | ~state[2]&state[1]&~state[0]&data2[5] | ~state[2]&state[1]&state[0]&data3[5] | state[2]&~state[1]&~state[0]&data4[5] | state[2]&~state[1]&state[0]&data5[5] | state[2]&state[1]&~state[0]&data6[5];
assign out[6]= ~state[2]&~state[1]&~state[0]&data0[6] | ~state[2]&~state[1]&state[0]&data1[6] | ~state[2]&state[1]&~state[0]&data2[6] | ~state[2]&state[1]&state[0]&data3[6] | state[2]&~state[1]&~state[0]&data4[6] | state[2]&~state[1]&state[0]&data5[6] | state[2]&state[1]&~state[0]&data6[6];
assign out[7]= ~state[2]&~state[1]&~state[0]&data0[7] | ~state[2]&~state[1]&state[0]&data1[7] | ~state[2]&state[1]&~state[0]&data2[7] | ~state[2]&state[1]&state[0]&data3[7] | state[2]&~state[1]&~state[0]&data4[7] | state[2]&~state[1]&state[0]&data5[7] | state[2]&state[1]&~state[0]&data6[7];
assign out[8]= ~state[2]&~state[1]&~state[0]&data0[8] | ~state[2]&~state[1]&state[0]&data1[8] | ~state[2]&state[1]&~state[0]&data2[8] | ~state[2]&state[1]&state[0]&data3[8] | state[2]&~state[1]&~state[0]&data4[8] | state[2]&~state[1]&state[0]&data5[8] | state[2]&state[1]&~state[0]&data6[8];
assign out[9]= ~state[2]&~state[1]&~state[0]&data0[9] | ~state[2]&~state[1]&state[0]&data1[9] | ~state[2]&state[1]&~state[0]&data2[9] | ~state[2]&state[1]&state[0]&data3[9] | state[2]&~state[1]&~state[0]&data4[9] | state[2]&~state[1]&state[0]&data5[9] | state[2]&state[1]&~state[0]&data6[9];
assign out[10]= ~state[2]&~state[1]&~state[0]&data0[10] | ~state[2]&~state[1]&state[0]&data1[10] | ~state[2]&state[1]&~state[0]&data2[10] | ~state[2]&state[1]&state[0]&data3[10] | state[2]&~state[1]&~state[0]&data4[10] | state[2]&~state[1]&state[0]&data5[10] | state[2]&state[1]&~state[0]&data6[10];
assign out[11]= ~state[2]&~state[1]&~state[0]&data0[11] | ~state[2]&~state[1]&state[0]&data1[11] | ~state[2]&state[1]&~state[0]&data2[11] | ~state[2]&state[1]&state[0]&data3[11] | state[2]&~state[1]&~state[0]&data4[11] | state[2]&~state[1]&state[0]&data5[11] | state[2]&state[1]&~state[0]&data6[11];
assign out[12]= ~state[2]&~state[1]&~state[0]&data0[12] | ~state[2]&~state[1]&state[0]&data1[12] | ~state[2]&state[1]&~state[0]&data2[12] | ~state[2]&state[1]&state[0]&data3[12] | state[2]&~state[1]&~state[0]&data4[12] | state[2]&~state[1]&state[0]&data5[12] | state[2]&state[1]&~state[0]&data6[12];
assign out[13]= ~state[2]&~state[1]&~state[0]&data0[13] | ~state[2]&~state[1]&state[0]&data1[13] | ~state[2]&state[1]&~state[0]&data2[13] | ~state[2]&state[1]&state[0]&data3[13] | state[2]&~state[1]&~state[0]&data4[13] | state[2]&~state[1]&state[0]&data5[13] | state[2]&state[1]&~state[0]&data6[13];
assign out[14]= ~state[2]&~state[1]&~state[0]&data0[14] | ~state[2]&~state[1]&state[0]&data1[14] | ~state[2]&state[1]&~state[0]&data2[14] | ~state[2]&state[1]&state[0]&data3[14] | state[2]&~state[1]&~state[0]&data4[14] | state[2]&~state[1]&state[0]&data5[14] | state[2]&state[1]&~state[0]&data6[14];
assign out[15]= ~state[2]&~state[1]&~state[0]&data0[15] | ~state[2]&~state[1]&state[0]&data1[15] | ~state[2]&state[1]&~state[0]&data2[15] | ~state[2]&state[1]&state[0]&data3[15] | state[2]&~state[1]&~state[0]&data4[15] | state[2]&~state[1]&state[0]&data5[15] | state[2]&state[1]&~state[0]&data6[15];
endmodule

==> notes.md <==
Observations from the implementation run.

Hold path:
- The tightest min-delay check is of the in2out type.
- The report gives the cell count of the worst hold path as 5.

Detailed routing:
- The run gives the iteration-0 DRC count of the detailed router as 30.
- The run puts the post-detailed-route via-to-cell ratio at 4.33.
- The run puts the DRC violation count after routing at 0.
- The routed layout has 831 vias.
- The run gives the tally of nets with antenna violations remaining after routing as 0.
- Per the detail_route report, routed wire per instance is 13.1 um.
- The run puts the aggregate routed wire length at 2510 um.
- The run puts the iteration tally of the first detailed-router pass at 4.

Power and ir drop:
- The run puts the net switching power of the design at 0.0628 mW.
- The run puts the part of the power in the clock network at 0.
- The run gives the maximum ir drop on the vdd rail as 0.0635 mV.
- The internal portion of the total power is 0.130 mW.
- The run puts the relative contribution of combinational cells to total power at 1.000.
- The script extracted a total leakage power of 0.509 nW.
- Overall power consumption after layout is estimated at 0.193 mW.
- The run puts the areal power density over the cells at 164 nW/um^2.
- Of the total power, registers draw 0.
- The script computed the net switching share of total power as 0.326.

Worst setup path:
- STA classifies the critical path startpoint as a primary input.
- The signal on the critical path passes through buf_2, nand2b_4, or4_4, nand3_1, clkdlybuf4s50_1.
- In the setup report, the worst path falls into the class in2out.
- Per STA, the worst path accumulates the most delay in the family simple AND/OR/NAND/NOR gates.
- Walking the critical path from launch to capture passes 5 cell instances.
- The run puts the highest net fanout along the worst path at 6.
- The run puts the data arrival time of the critical path at 1860 ps.
- The run gives the critical path buffer and inverter count as 2.
- The worst setup path is captured at an output pin.
- The run gives the master of the slowest instance on the critical path as sky130_fd_sc_hd__or4_4.
- The run gives the required time reported for the critical path endpoint as 1920 ps.
- The run puts the biggest cell delay along the critical path at 520 ps.

Clock tree:
- The run puts the quantity of hold-fixing buffers added after cts at 0.

Synth:
- The run gives the number of instances in the synthesized netlist as 77.
- The run gives the cell type with the largest total area as sky130_fd_sc_hd__a21oi_1.
- By area the synthesized netlist is led by sky130_fd_sc_hd__a21oi_1 (13%), sky130_fd_sc_hd__o21ai_0 (9.9%), sky130_fd_sc_hd__nand2b_1 (5.5%).
- In the synthesized netlist, the cells that appear most often are sky130_fd_sc_hd__a21oi_1 (12), sky130_fd_sc_hd__o21ai_0 (9), sky130_fd_sc_hd__nor2_1 (5).
- The run puts the post-synthesis cell type count at 32.
- The run gives the average size of a mapped cell as 5.88 sq um.
- The run gives the number of cells in the yosys synthesis report as 77.
- Yosys instantiated no cell more often than sky130_fd_sc_hd__a21oi_1.
- The run puts the area reported by Yosys stat at 453 sq um.
- The run puts the yosys warning tally at 0.
- The area fraction of the largest cell type after synthesis is 0.133.
- The run gives the summed instance area of the synthesized netlist as 453 sq um.
- The run gives the fraction of the yosys area taken by sequential cells as 0.

Floorplan:
- The run puts the placeable core region at 3420 sq um.
- The floorplan has 21 rows.
- The run puts the number of top-level pins at 51.
- From left edge to right edge, the die measures 80 um.
- The run gives the die span in y as 80 um.
- The run gives the fraction of the core area occupied by cells at floorplan as 0.133.
- In this run the full chip footprint comes out at 6400 sq um.

Cells and area:
- The run puts the footprint of the flip-flops and latches at 0 sq um.
- Clock buffers in the final layout number 0.
- The area growth from synthesis to layout is 160%.
- The run puts the area of all placed cells without fillers at 1180 sq um.
- The run puts the final instance count without filler cells at 192.
- The run puts the multi-input combinational cell area at 427 sq um.
- The run gives the fraction of final layout cells with drive strength greater than 1 as 0.221.
- The layout has 364 filler cells.
- The run gives the fraction of the core area covered by cells at the end of the flow as 0.345.
- The final layout contains a sequential cell count of 0.

Placement:
- After its last routability iteration, the placer logged a weighted congestion of 0.827.
- The run puts the post-placement cell area at 1140 sq um.
- The run gives the placed wire-length estimate after detailed placement as 2100 um.
- The run gives the tally of buffers added on design ports as 51.
- Counting tap cells, the placed design contains a total of 188 instances.

STA:
- The run gives the number of pins exceeding their max-slew limit in the final report as 0.
- The run puts the setup violation total in the final timing report at 0.
- For reference, the final report shows the hold violation count at 0.
- The run puts the shortest clock period the worst path allows after layout at 2340 ps.
- The worst pin sits at a relative slew slack of 0.848.
- Setup repair after global routing left no endpoint under its margin.
- The run puts the maximum clock rate at 428 MHz.
- The run puts the setup TNS after final layout at 0 ps.
- The run puts the final period utilization at 0.974.
- The run puts the slew of the pin with the lowest slew margin at 224 ps.

Global routing:
- The run puts the overall global routing resource usage at 0.0737.
- The first global-routing pass estimated 3950 um of wire.
- The run gives the largest net degree at the start of global routing as 12.
- The run puts the initial antenna violation count at 1.
- The run puts the via count of the first global-routing pass at 841.
- Recorded from the global router log, the overflow total was 0.

Run:
- The run puts the number of max-cap violations at 0.
- The run gives the OpenROAD warning count as 32.

Run status:
- The flow ran to the end, and the final reports show no timing, DRC or antenna violations.
==> power by group through the flow <==
stage                   clock (mW)  sequential, mW  combinational [mW]
final                 0.0000000557               0               0.193
after global routing  0.0000000557               0               0.212
after CTS                        0               0               0.195
==> stage by stage <==
stage          hold slack [ps]  setup slack, ps
2_1_floorplan             1040              807
3_3_place_gp              1910             -334
3_5_place_dp              1910             -318
4_1_cts                   1570             1.66
5_1_grt                   1590             8.80
6_report                  1570             63.1
==> layer usage <==
layer,share of wire,track usage
met5,0,0
met1,0.44,0.0910
met2,0.42,0.117
met4,0,0
met3,0.14,0.0398
==> placed cells by master, fill, tap and decap left out, types with 2 or more instances in the layout <==
| master | n |
|---|---|
| sky130_fd_sc_hd__a21oi_1 | 12 |
| sky130_fd_sc_hd__and3b_1 | 2 |
| sky130_fd_sc_hd__buf_2 | 2 |
| sky130_fd_sc_hd__buf_4 | 21 |
| sky130_fd_sc_hd__buf_6 | 2 |
| sky130_fd_sc_hd__clkdlybuf4s50_1 | 39 |
| sky130_fd_sc_hd__dlygate4sd2_1 | 6 |
| sky130_fd_sc_hd__dlymetal6s2s_1 | 4 |
| sky130_fd_sc_hd__nand2_1 | 4 |
| sky130_fd_sc_hd__nand2b_1 | 3 |
| sky130_fd_sc_hd__nand3_1 | 4 |
| sky130_fd_sc_hd__nor2_1 | 4 |
| sky130_fd_sc_hd__nor2b_1 | 2 |
| sky130_fd_sc_hd__o211ai_1 | 3 |
| sky130_fd_sc_hd__o21a_1 | 3 |
| sky130_fd_sc_hd__o21ai_0 | 7 |
| sky130_fd_sc_hd__o21ai_1 | 2 |
| sky130_fd_sc_hd__o221ai_1 | 2 |
| sky130_fd_sc_hd__o22ai_1 | 3 |
==> final timing paths <==
kind	from	endpoint	slack, ps
setup / recovery	state[0]	out[14]	60
hold / removal	matchresult[1]	out[5]	1570
==> area by class of cell <==
| cell class | count | area share |
|---|---|---|
| Multi-Input combinational cell | 69 | 0.362 |
| Tap cell | 46 | 0.0489 |
| Antenna cell | 1 | 0.00213 |
| Inverter | 2 | 0.00638 |
| Timing Repair Buffer | 74 | 0.580 |
==> cell families (layout without fill, tap and decap cells) <==
logic type	after synthesis	count (layout)	synth area share
other	0	1	0
AND/OR/NAND/NOR	32	32	0.406
buffers and inverters	8	76	0.0939
AND-OR/OR-AND	37	37	0.500
==> tightest hold or removal path: cells and delay by family <==
family,cells,cell delay (ps)
buf+inv,2,250
simple gates,2,230
compound gates,1,120
==> timing repair <==
| item | in CTS | in global routing |
|---|---|---|
| endpoints found under the setup margin | 16 | 7 |
| buffers inserted | 2 | 1 |
| hold endpoints to repair | 0 | 0 |
| pin swaps | 3 | 3 |
| gates cloned | 0 | 0 |
| resized | 21 | 7 |
No activity file was given, so power comes from the tool's default toggle rates.
